==> design.v <==
`timescale 1ns / 1ps
module Mealy_Machine(
    input P1,clk,rst,
    output reg z
    );
    parameter S0 = 3'b000, S1 = 3'b001, S2 = 3'b010, S3 = 3'b110;
    reg [2:0] PS, NS;
    always @(posedge clk) begin 
        if (rst)
            PS <= S0;
        else
            PS <= NS;
    end 
    always @(*) begin 
        case (PS)
            S0: NS = (P1) ? S1 : S0;
            S1: NS = (P1) ? S2 : S0;
            S2: NS = (P1) ? S2 : S3;
            S3: NS = (P1) ? S1 : S0;
        endcase
    end 
    always @(*) begin
        z = 0;  
        if (PS == S3 && P1 == 1)
            z = 1;  
    end
endmodule
==> run.sh <==
#!/bin/bash
# OpenROAD 26Q1-2900-gdf79404cd8, Yosys 0.63+post, stock flow scripts
make -C /OpenROAD-flow-scripts/flow DESIGN_CONFIG=/design/flow/config.mk WORK_HOME=/design/flow/orfs finish
==> config.mk <==
export PLATFORM = sky130hd
export DESIGN_NAME = Mealy_Machine
export DESIGN_NICKNAME = Mealy_Machine
export VERILOG_FILES = /design/flow/design.v
export SDC_FILE = /design/flow/constraint.sdc
export NUM_CORES = 4
export LEC_CHECK = 1
export CORE_AREA = 10 10 70 70
export DIE_AREA = 0 0 80 80
==> constraint.sdc <==
current_design Mealy_Machine

set clk_period 1.1
set clk_io_pct 0.2

create_clock -name clk0 -period $clk_period [get_ports {clk}]

set non_clock_inputs [all_inputs -no_clocks]
set_input_delay [expr $clk_period * $clk_io_pct] -clock clk0 $non_clock_inputs
set_output_delay [expr $clk_period * $clk_io_pct] -clock clk0 [all_outputs]
==> notes.md <==
run metrics: largest net degree at the start of global routing 5, initial antenna violation count 0, top logic cell by instance count in the layout sky130_fd_sc_hd__buf_4, YS warnings 1, headroom to the max-slew limit 0.902, commonest non-fill, non-tap cells in the layout sky130_fd_sc_hd__buf_4, sky130_fd_sc_hd__dlxtn_1, sky130_fd_sc_hd__dfxtp_2, sky130_fd_sc_hd__nor2b_1, sky130_fd_sc_hd__clkbuf_4, ant diodes 0, count of final hold-check violations 0, via count of the first global-routing pass 187, arrival time of the worst setup path 0.86 ns, delay of the slowest cell on the worst path 0.31 ns, f_max 0.930 GHz, synth unique cells 12, kind of critical path flop to output port, top-level I/O count 4, post-route cell area 357 um2, setup repair after global routing missed its margin yes, Vias 171, final count of negative-setup-slack endpoints 0, GR Overflow Total 0, launch point of the critical path PS[0]$_SDFF_PP0_, Max VDD drop 152 uV, number of pins exceeding their max-slew limit in the final report 0, Critical Path Sink Type output port, flops out of synthesis 6, cell area after synthesis 183 um2, WHS 0.575 ns, shortest clock period the worst path allows after layout 1.08 ns, ratio of cells with drive above 1 in the final layout 0.516, top area contributor share 0.329, die outline width 80 um, post-route non-filler standard cell count 77, worst path required time 0.88 ns, number of buffers on the longest clock path 2, Die Y-Extent 80 um, worst slew pin tran 0.146 ns, area of the die 6400 um2, Area after DPL 308 um2, element type at the critical path start flop, status finished clean, worst path setup slack after routing 0.0244 ns, drt first pass iters 1, Final Wtd Congestion 0.717, Cells after DPL 72, FP Util 0.0535, clock transition at the registers of the reported paths 0.04 ns, Antenna Nets Post-Route 0, post-synthesis area per instance 10.1 um2, PwrDens 938 nW/um2, number of remaining DRC errors 0, Static Leak 0.135 nW, placement-stage worst setup slack -0.479 ns, total CTS buffers 3, kind of cell adding the most delay to the critical path flip-flops, number of cell instances after yosys synthesis 18, biggest area consumer among synthesized cells sky130_fd_sc_hd__dfxtp_1, Synth Instances 18, number of unconstrained endpoints 3, hold path startpoint rst, number of violations reported at the end of detailed-routing iteration 0 0, total of buffers placed on input and output ports 3, buffer and inverter count on the worst path 1, OpenROAD warning count 27, portion of the clock cycle consumed by the worst path in the final layout 0.978, vias per cell 2.22, global routing usage summed across all routing layers 0.0135, total length of routed wires 456 um, post-synthesis to final-layout area growth 95.2%, CP Cell Sequence nand2b_4 -> nor2_4 -> buf_2, final sum of negative setup slack 0 ns, number of register pins that no clock reaches 3, wire length of the first global-routing pass 703 um, max capacitance violation total 0, Routed wire per std cell 5.92 um, top post-synthesis cells by area sky130_fd_sc_hd__dfxtp_1, sky130_fd_sc_hd__dlxtn_1, sky130_fd_sc_hd__nor2b_1, worst hold path type input pin to flop, cell at the root of the clock tree sky130_fd_sc_hd__clkbuf_4, post-detailed-placement half-perimeter wirelength 333 um, Core Region 3420 um2, Site Rows 21, TritonCTS clock tree yes, Worst Path Max Fanout 2, htree depth 1, post-synth area from yosys stat 183 um2, CP max stage cell sky130_fd_sc_hd__dfxtp_2
[cells in the mapped netlist (all sizes together)]
library cell / number
dfxtp: 3
xnor2: 1
nor3: 1
a21oi: 1
nand2: 1
nand2b: 1
o21a: 1
nor2: 1
mux2: 1
nand3b: 1
nor2b: 3
dlxtn: 3
[where the power goes]
part / internal [W] / leakage (nW) / switching (W)
sequential: 0.000112 / 0.0492 / 0.000000741
combinational: 0.0000129 / 0.0707 / 0.00000707
clock: 0.000136 / 0.0150 / 0.0000657
[per-layer routing]
metal  part of all wire  vias to the layer above  global-route usage
li1                   -                       84                   -
met1               0.29                       77             0.00871
met2               0.58                        5              0.0305
met3              0.020                        5                   0
met4               0.11                        0              0.0123
met5                  0                        -                   0
[registers in the layout (all words and copies together), names as in the netlist]
name  flops
NS        3
PS        3
[layout make-up]
| type | count | area, um2 |
|---|---|---|
| Fill cell | 395 | 3060 |
| Clock buffer | 4 | 26.3 |
| Timing Repair Buffer | 9 | 68.8 |
| Tap cell | 46 | 57.6 |
| Sequential cell | 6 | 109 |
| Multi-Input combinational cell | 12 | 95.1 |
[repair_timing]
item,4_1_cts,5_1_grt
pin swaps,1,0
gates resized,7,4
endpoints found under the setup margin,1,1
setup buffers,0,1
hold buffers,0,0
[cells by family after synthesis]
| family | after synthesis | share of synthesized area |
|---|---|---|
| muxes | 1 | 0.0616 |
| latches | 3 | 0.247 |
| and+or+nand+nor | 8 | 0.247 |
| AOI/OAI and AO/OA | 2 | 0.0685 |
| xor gates and xnor gates | 1 | 0.0480 |
| DFF | 3 | 0.329 |
[through the flow]
| step | power [W] | utilization |
|---|---|---|
| after floorplan | 0.000119 | - |
| after global placement | 0.000133 | 0.0901 |
| after detailed placement | 0.000134 | 0.0901 |
| after CTS | 0.000341 | 0.0993 |
| after global routing | 0.000341 | 0.104 |
| final | 0.000335 | 0.104 |
[path summary, 6_finish.rpt]
check	end	slack, ns	depth (start not counted)
setup / recovery	z	0.02	3
hold / removal	PS[0]$_SDFF_PP0_	0.57	2
Power and IR drop assume default switching activity.
