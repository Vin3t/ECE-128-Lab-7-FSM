File: /design/flow/design.v
`timescale 1ns / 1ps
module BCD_Converter(
    input clk, en,               
    input [11:0] bin_d_in, 
    output [15:0] bcd_d_out,
    output rdy              
);
    parameter IDLE  = 3'b000;
    parameter SETUP = 3'b001;
    parameter ADD   = 3'b010;
    parameter SHIFT = 3'b011;
    parameter DONE  = 3'b100;
    reg [2:0] state = IDLE;
    reg [27:0] bcd_data = 0;
    reg [3:0] sh_counter = 0;
    reg [1:0] add_counter = 0;
    reg result_rdy = 0;
    reg busy = 0;
    always @(posedge clk) begin
        case (state)
            IDLE: begin
                result_rdy <= 0;
                busy <= 0;
                if (en)
                    state <= SETUP;
            end
            SETUP: begin
                busy <= 1;
                bcd_data <= {16'd0, bin_d_in};  
                sh_counter <= 0;
                state <= ADD;
            end
            ADD: begin
                if (bcd_data[27:24] > 4) bcd_data[27:24] <= bcd_data[27:24] + 3;
                if (bcd_data[23:20] > 4) bcd_data[23:20] <= bcd_data[23:20] + 3;
                if (bcd_data[19:16] > 4) bcd_data[19:16] <= bcd_data[19:16] + 3;
                state <= SHIFT;
            end
            SHIFT: begin
                bcd_data <= bcd_data << 1;
                sh_counter <= sh_counter + 1;
                if (sh_counter == 11)
                    state <= DONE;
                else
                    state <= ADD;
            end
            DONE: begin
                result_rdy <= 1;
                busy <= 0;
                state <= IDLE;
            end
            default: state <= IDLE;
        endcase
    end
    assign bcd_d_out = bcd_data[27:12];   
    assign rdy = result_rdy;
endmodule
`timescale 1ns / 1ps
module Top_level_display(
    input wire mclk,             
    output wire [6:0] seg,       
    output wire [3:0] an    
    );
    wire clk_out;
    wire [11:0] bin_d_in;
    wire [15:0] bcd_d_out;
    wire rdy;
    wire done;
    reg [15:0] stat_bcd = 16'b0;
    wire en = 1'b1;      
    clk_divider divider_inst (.clk_in(mclk), .clk_out(clk_out));
    Up_counter_4096 counter_inst (.clk(clk_out), .rst(1'b0), .done(done), .bin_cnt(bin_d_in));
    BCD_Converter converter_inst (.clk(mclk), .en(en), .bin_d_in(bin_d_in), .bcd_d_out(bcd_d_out), .rdy(rdy));
    always @(posedge clk_out) begin
        if (rdy)
            stat_bcd <= bcd_d_out;
    end
    multi_seg_drive display_inst (.clk(mclk), .bcd_in(stat_bcd), .seg(seg), .an(an));
endmodule
`timescale 1ns / 1ps
module Up_counter_4096(
    input wire clk,
    input wire rst,
    output reg done,
    output wire [11:0] bin_cnt
    );
    parameter c_reg_size = 34; 
    reg [c_reg_size - 1:0] count = 0;
    reg old_b = 0;
    always @(posedge clk) begin
        count <= count + 1;
        if ((old_b && !count[c_reg_size - 12]) || (!old_b && count[c_reg_size - 12]))
            done <= 1;
        else
            done <= 0;
        old_b <= count[c_reg_size - 12];   
    end
    assign bin_cnt = count[11:0];   
endmodule
`timescale 1ns / 1ps
module clk_divider(
    input clk_in,
    output reg clk_out =0
);
    parameter DIV = 26000000;   
    reg [25:0] count = 0;
    always @(posedge clk_in) begin
        count <= count + 1;
        if (count == DIV) begin
            clk_out <= ~clk_out;
            count <= 0;
        end
    end
endmodule
`timescale 1ns / 1ps
module multi_seg_drive(
    input wire clk,
    input wire [15:0] bcd_in,
    output reg [6:0] seg,
    output reg [3:0] an
);
    reg [1:0] digit_select = 0;
    reg [3:0] current_digit;
    reg [15:0] refresh_counter = 0;
    function [6:0] bcd_to_seg;
        input [3:0] num;
        begin
            case (num)
                4'd0: bcd_to_seg = 7'b1000000;
                4'd1: bcd_to_seg = 7'b1111001;
                4'd2: bcd_to_seg = 7'b0100100;
                4'd3: bcd_to_seg = 7'b0110000;
                4'd4: bcd_to_seg = 7'b0011001;
                4'd5: bcd_to_seg = 7'b0010010;
                4'd6: bcd_to_seg = 7'b0000010;
                4'd7: bcd_to_seg = 7'b1111000;
                4'd8: bcd_to_seg = 7'b0000000;
                4'd9: bcd_to_seg = 7'b0010000;
                default: bcd_to_seg = 7'b1111111;
            endcase
        end
    endfunction
    always @(posedge clk) begin
        refresh_counter <= refresh_counter + 1;
        if (refresh_counter == 50000) begin
            refresh_counter <= 0;
            digit_select <= digit_select + 1;
        end
    end
    always @(*) begin
        case (digit_select)
            2'd0: begin an = 4'b1110; current_digit = bcd_in[3:0];   end
            2'd1: begin an = 4'b1101; current_digit = bcd_in[7:4];   end
            2'd2: begin an = 4'b1011; current_digit = bcd_in[11:8];  end
            2'd3: begin an = 4'b0111; current_digit = bcd_in[15:12]; end
        endcase
        seg = bcd_to_seg(current_digit);
    end
endmodule
File: /design/flow/run.sh
#!/bin/bash
# OpenROAD 26Q1-2900-gdf79404cd8, Yosys 0.63+post, stock flow scripts
make -C /OpenROAD-flow-scripts/flow DESIGN_CONFIG=/design/flow/config.mk WORK_HOME=/design/flow/orfs finish
File: /design/flow/config.mk
export PLATFORM = sky130hd
export DESIGN_NAME = Top_level_display
export DESIGN_NICKNAME = Top_level_display
export VERILOG_FILES = /design/flow/design.v
export SDC_FILE = /design/flow/constraint.sdc
export NUM_CORES = 4
export LEC_CHECK = 1
export CORE_UTILIZATION = 30
File: /design/flow/constraint.sdc
current_design Top_level_display

set clk_period 3.4
set clk_io_pct 0.2

create_clock -name clk0 -period $clk_period [get_ports {mclk}]

set non_clock_inputs [all_inputs -no_clocks]
set_input_delay [expr $clk_period * $clk_io_pct] -clock clk0 $non_clock_inputs
set_output_delay [expr $clk_period * $clk_io_pct] -clock clk0 [all_outputs]
==> impl_metrics.tcl <==
# yosys + openroad results
set metrics [dict create \
    top_area_cell "edfxtp_1" \
    die_w_um 129 \
    worstHoldPathType "reg2reg" \
    worstMarginPinSlew_ps 796 \
    yosys_cells 455 \
    hold_ws_ps 459 \
    ant_nets 0 \
    p_leak_nw 1.95 \
    finalWorstSetupSlack_ps 184 \
    die-area_mm2 0.0166 \
    finalSetupViolCount 0 \
    io_pins 12 \
    top_area_share_pct 32.3 \
    mi_logic_area_mm2 0.00198 \
    period_used_pct 94.6 \
    synth.most_common_cell "dfxtp_1" \
    hold_buffers 0 \
    grt_max_degree 30 \
    period_needed_ps 3220 \
    path_cells "ha_2, a222oi_1, mux2i_2, ha_1, nand2_1, nand3_1, clkdlybuf4s50_1" \
    critPathMaxFanout 6 \
    chipHeight_um 129 \
    netlist_area_mm2 0.00483 \
    ys_area_mm2 0.00483 \
    synth-seq-area-share_pct 56.0 \
    untimed_endpoints 44 \
    drive_gt1_share_pct 5.70 \
    cts_tree "done" \
    diodes 0 \
    rows 46 \
    drv_slew 0 \
    num_vias 3260 \
    worst_setup_path_start_kind "flip-flop" \
    areaGrowthSynthToFinish_pct 13.7 \
    edf_count 52 \
    cts_inserted_buffers 9 \
    via_per_inst 4.72 \
    cp.required_ps 2720 \
    unclocked_regs 28 \
    ys_async_sr_fraction_pct 0 \
    synth_warnings 5 \
    crit_slowest_cell "clkdlybuf4s50_1" \
    firstDrtPassIters 5 \
    area_leaders "edfxtp_1, dfxtp_1, ha_1" \
    max_freq_ghz 0.311 \
    crit_family "adder cells" \
    clock_latency_ps 330 \
    finalPower_mw 1.91 \
    path_class "reg2out" \
    p_per_area_mw_per_mm2 349 \
    clk_pin_slew_ps 60 \
    clockBufferDepth 2 \
    numSynthFlops 109 \
    maxSlewHeadroom_pct 46.8 \
    drcViolationCount 0 \
    first_iter_violations 251 \
    yosysUniqueCellTypes 41 \
    syn-mean-instance-area_um2 10.6 \
    slowest_delay_ps 460 \
    fin_worst_skew_ps 4.86 \
    grt_usage_pct 10.7 \
    htree_levels 3 \
    postSynthCellCount 455 \
    crit_buf_inv 1 \
    max-cap-violations 0 \
    flop_area_mm2 0.00270 \
    place.gp.congestion 0.850 \
    wl_per_cell_um 11.6 \
    tool_warnings 35 \
    report.final.hold_viol_count 0 \
    synthFlopType "dfxtp_1" \
    hpwl_um 5500 \
    core-area_mm2 0.0158 \
    antenna_found_initial 0 \
    port_buffers 11 \
    grt_pass1_vias 3153 \
    top_cells_by_count "dfxtp_1, nand2_1, edfxtp_1" \
    grt_pass1_wl_um 14200 \
    post-place-ws_ps 350 \
    drt_wl_total_um 7980 \
    status "finished clean" \
    cp.arrival_ps 2540 \
    n_fill_cell 1559 \
    end_kind "output pin" \
    peakVddDrop_uv 208 \
    clockRootBuffer "clkbuf_16" \
    initial_utilization_pct 30.6 \
    overflow 0 \
]
worst reg2reg max path, cell delays in order, from the launching register on:
cell     delay [ps]
dfxtp_1         370
nor4_1          520
nand3_1         240
nor2_1          660
per-layer routing:
layer  GRT usage, %  up-vias  share of wire (%)
li1               -     1638                  -
met1           16.4     1565                 51
met2           16.5       48                 45
met4           1.38        0                1.4
met3           2.54        9                3.0
met5              0        -                  0
sequential cells by signal, summed over array words and instances (netlist names):
signal,flops
converter_inst.bcd_data,28
divider_inst.count,26
display_inst.refresh_counter,16
stat_bcd,16
counter_inst.count,12
converter_inst.sh_counter,4
converter_inst.state,3
display_inst.digit_select,2
converter_inst.result_rdy,1
divider_inst.clk_out,1
cells by family (layout without fill, tap and decap cells):
logic type,count (synthesis),count (layout),share of synthesized area [%]
muxes,11,11,2.33
buffers and inverters,42,61,3.34
AOI/OAI and AO/OA,53,53,6.74
adders and majority gates,19,19,4.92
and+or+nand+nor,178,178,18.9
xor gates and xnor gates,43,43,7.80
DFF,109,109,56.0
timing repair:
action | CTS | global route
pin swaps | 0 | 2
setup buffers | 0 | 1
gates resized | 1 | 5
gates cloned | 0 | 0
endpoints found under the setup margin | 1 | 7
layout make-up:
class / count / area share (%)
clock inverter: 5 / 0.547
timing repair buffer: 15 / 2.55
inverter: 30 / 2.05
clock buffer: 11 / 4.63
multi-input combinational: 304 / 36.0
tap: 216 / 4.92
sequential: 109 / 49.2
through the flow:
step	util [%]	TNS, ps	instance area, um2	cells
2_1_floorplan	-	0	4830	455
3_3_place_gp	32.9	0	5180	673
3_5_place_dp	32.9	0	5180	673
4_1_cts	34.7	0	5470	689
5_1_grt	34.8	-14.4	5490	690
6_report	34.8	0	5490	690
path summary, 6_finish.rpt:
kind / startpoint / to / slack (ps) / depth (start not counted)
worst max-delay path: display_inst.digit_select[0] / seg[3] / 180 / 7
worst min-delay path: divider_inst.count[25] / divider_inst.count[25] / 460 / 1
worst max register to register: divider_inst.count[2] / divider_inst.clk_out / 1240 / 3
worst min register to register: divider_inst.count[25] / divider_inst.count[25] / 460 / 1
placed cells by master (no fill, tap or decap), types with 7 or more instances in the layout:
| cell type | synthesis | final |
|---|---|---|
| a21oi_1 | 13 | 12 |
| and3_1 | 11 | 11 |
| clkbuf_16 | 0 | 10 |
| clkdlybuf4s50_1 | 0 | 11 |
| dfxtp_1 | 57 | 57 |
| edfxtp_1 | 52 | 52 |
| ha_1 | 19 | 17 |
| inv_1 | 29 | 29 |
| mux2i_1 | 9 | 8 |
| nand2_1 | 56 | 56 |
| nand3_1 | 23 | 23 |
| nand4_1 | 13 | 13 |
| nor2_1 | 30 | 30 |
| o21ai_0 | 19 | 17 |
| o22ai_1 | 7 | 7 |
| xnor2_1 | 26 | 26 |
| xor2_1 | 17 | 17 |
power breakdown:
group / switching, mW / total (mW) / internal (mW) / leakage [nW]
Combinational: 0 / 0.000000753 / 0 / 0.753
Clock: 0.370 / 0.905 / 0.535 / 0.140
Sequential: 0 / 1.01 / 1.01 / 1.06
No activity file was given, so power comes from the tool's default toggle rates.
